==> flow/config.mk <==
export PLATFORM = sky130hd
export DESIGN_NAME = ALU
export DESIGN_NICKNAME = ALU
export VERILOG_FILES = /design/flow/design.v
export SDC_FILE = /design/flow/constraint.sdc
export NUM_CORES = 4
export LEC_CHECK = 1
export CORE_UTILIZATION = 30
==> flow/constraint.sdc <==
current_design ALU

set clk_period 9.3
set clk_io_pct 0.2

create_clock -name clk0 -period $clk_period

set non_clock_inputs [all_inputs -no_clocks]
set_input_delay [expr $clk_period * $clk_io_pct] -clock clk0 $non_clock_inputs
set_output_delay [expr $clk_period * $clk_io_pct] -clock clk0 [all_outputs]
==> flow/design.v <==
module ALU(
 input  [15:0] a,   
 input  [15:0] b,   
 input  [3:0] alu_control,  
 output reg [15:0] result,   
 output zero,
 output carry
    );
always @(*)
begin 
 case(alu_control)
 3'b000: result = a + b;  
 3'b001: result = a - b;  
 3'b010: result = ~a;
 3'b011: result = a<<b;
 3'b100: result = a>>b;
 3'b101: result = a & b;  
 3'b110: result = a | b;  
 3'b111: begin if (a<b) result = 16'd1;
    else result = 16'd0;
    end
 default:result = a + b;  
 endcase
end
assign zero = (result==16'd0) ? 1'b1: 1'b0;
assign carry_out = (alu_control == 3'b000 && ((a + b) >> 32)) |
                    (alu_control == 3'b101 && (a[15] & b[2]));
endmodule
==> flow/run.sh <==
#!/bin/bash
# OpenROAD 26Q1-2900-gdf79404cd8, Yosys 0.63+post, stock flow scripts
make -C /OpenROAD-flow-scripts/flow DESIGN_CONFIG=/design/flow/config.mk WORK_HOME=/design/flow/orfs finish
==> impl_metrics.tcl <==
# place-and-route summary
set metrics [dict create \
    p_per_area_nw_per_um2 56.6 \
    start_kind "input port" \
    gp_congestion 1.05 \
    min-delay-start "b[1]" \
    rsz0062_at_grt "no" \
    end_kind "primary output" \
    max_cap_violations 0 \
    fp-row-count 43 \
    xor_area_share_pct 1.39 \
    outcome "finished clean" \
    synth_top_area_share_pct 13.7 \
    num_vias 5200 \
    p_comb_share_pct 100.0 \
    simple_gate_share_pct 24.7 \
    relSlewSlack_pct 44.0 \
    wl_per_cell_um 22.9 \
    avgSynthCellArea_um2 7.19 \
    arrival_ns 6.54 \
    top_cells_by_count "nand2_1 (51), ha_1 (48), nor2_1 (48)" \
    io_buffers 53 \
    drc 0 \
    clkPwrFrac_pct 0 \
    internal_power_mw 0.120 \
    drtAntennaViolNets 0 \
    ys_seq_share_pct 0 \
    viasPerCell 6.48 \
    ys_warn_count 3 \
    io_pins 54 \
    drive_gt1_share_pct 8.99 \
    crit_start "b[3]" \
    leakagePower_nw 1.95 \
    critical_path_peak_fanout 20 \
    grt_overflow 0 \
    setup-tns-final_ns 0 \
    n_antenna_cell 0 \
    antenna_found_initial 0 \
    netlist_area_um2 4400 \
    synthDistinctLibCells 81 \
    top_logic_kind "AND-OR/OR-AND gates" \
    grt_max_degree 48 \
    ys_sh_aoi_pct 32.5 \
    first_global_vias 4797 \
    cp_data_required_time_ns 7.44 \
    most_common_cell "nand2_1" \
    clock.fmax_mhz 119 \
    dieHeight_um 123 \
    warning_count 64 \
    mux_area_share_pct 17.1 \
    period_used_pct 90.3 \
    yosysChipArea_um2 4400 \
    switching_share_pct 57.5 \
    pwr-share-seq_pct 0 \
    chipArea_um2 15100 \
    die_width_um 123 \
    finalPower_mw 0.283 \
    num-clock-buffers 0 \
    fin_util_pct 35.5 \
    cts_resized 0 \
    floorplan.core_util_pct 31.2 \
    hold_viol_final 0 \
    topCellsByArea "ha_1 (14%), mux4_2 (12%), a21oi_1 (4.8%)" \
    worst_slew_pin_slew_ns 0.818 \
    track_usage_pct 25.4 \
    seq_area_um2 0 \
    drt_iter0_markers 634 \
    hp-class "input port to primary output" \
    ff_count 0 \
    postSynthCellCount 612 \
    grt_pass1_wl_mm 28.6 \
    ys_cells 612 \
    areaGrowthSynthToFinish_pct 13.6 \
    p_switching_mw 0.163 \
    fillerInstances 1454 \
    comb_area_um2 3990 \
    hpwl_mm 14.0 \
    slew_viol_final 0 \
    top_area_cell "ha_1" \
    drtPass1Iterations 6 \
    finalWirelength_mm 18.4 \
    hold_buffers 0 \
    postCtsSetupBuffers 0 \
    setup_violations 0 \
    vdd_ir_drop_max_mv 0.0391 \
    core-area_um2 14100 \
    period_needed_ns 8.40 \
    adder_share_pct 14.6 \
    critical_path_class "input port to primary output" \
]
==> per-layer routing <==
metal  track usage [%]  wire (um)  share of wire (%)  vias up
li1                  -          -                  -     2376
met1              36.1       7880                 43     2468
met2              38.4       8110                 44      301
met3              5.65       1690                9.2       55
met4              8.06        728                4.0        0
met5                 0          0                  0        -
==> power by group through the flow <==
stage	registers (mW)	clock network [mW]	logic [mW]
6_report	0	0	0.283
5_1_grt	0	0	0.307
4_1_cts	0	0	0.278
==> cells in the final DEF (no fill, tap or decap), types with 4 or more instances in the layout <==
cell	n
a32oi_1	4
inv_1	45
mux2i_1	19
a31oi_1	8
nand2_1	51
a2111oi_0	5
a211o_1	5
o211ai_1	12
a21o_1	4
a21oi_1	42
nor2b_1	6
o311a_1	5
nor3_1	20
or4_1	4
nor4_1	8
o31ai_1	6
or3_1	5
buf_4	12
a211oi_1	18
o22ai_1	8
o221ai_1	9
nand2b_1	11
nand4_1	8
nand3_1	13
xnor2_1	5
mux4_2	23
ha_1	48
o21bai_1	6
and3_1	4
clkdlybuf4s50_1	51
or2_2	4
nor2_1	48
o21ai_0	26
==> cell type report <==
type	instances	area share, %
inverters	47	3.53
multi-input cells	511	79.7
well taps	180	4.51
repair buffers	65	12.2
==> through the flow <==
stage / cell area, um^2 / hold WS, ns / setup slack [ns] / std cells
finish: 5000 / 4.86 / 0.903 / 803
floorplan: 4400 / 3.92 / 2.54 / 612
global placement: 5000 / 4.84 / 1.01 / 803
CTS: 5000 / 4.83 / 0.982 / 803
global route: 5000 / 4.94 / 0.494 / 803
detailed placement: 5000 / 4.81 / 1.00 / 803
==> critical path: stages <==
cell             delay [ns]
clkdlybuf4s50_1        0.45
buf_4                  0.24
clkinv_1               0.40
ha_1                   0.59
nor3_1                 0.14
a2111oi_4              0.41
o21bai_1               0.18
a2111oi_0              0.76
nor2_1                 0.13
o311ai_1               0.29
a32oi_1                0.18
nor4_1                 0.22
and4b_1                0.22
clkdlybuf4s50_1        0.45
==> kinds of logic after synthesis <==
group,count (synthesis)
other cells,1
xor+xnor,7
mux,46
fa+ha+maj,50
simple gates,207
compound gates,200
buf+inv,101
==> path summary, 6_finish.rpt <==
path,endpoint,cells past startpoint
setup / recovery,zero,14
hold / removal,result[4],6
Power figures rest on the tool's default switching activity, not on a simulated workload.
