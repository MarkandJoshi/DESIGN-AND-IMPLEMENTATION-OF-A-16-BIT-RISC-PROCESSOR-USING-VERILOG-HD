<file path="design/flow/design.v">
`timescale 1ns / 1ps
module Control_Unit(
      input[3:0] opcode,
      output reg[1:0] alu_op,
      output reg jump,beq,bne,mem_read,mem_write,alu_src,reg_dst,mem_to_reg,reg_write    
    );
always @(*)
begin
 case(opcode) 
 4'b0000:   
   begin
    reg_dst = 1'b0;
    alu_src = 1'b1;
    mem_to_reg = 1'b1;
    reg_write = 1'b1;
    mem_read = 1'b1;
    mem_write = 1'b0;
    beq = 1'b0;
    bne = 1'b0;
    alu_op = 2'b10;
    jump = 1'b0;   
   end
 4'b0001:   
   begin
    reg_dst = 1'b0;
    alu_src = 1'b1;
    mem_to_reg = 1'b0;
    reg_write = 1'b0;
    mem_read = 1'b0;
    mem_write = 1'b1;
    beq = 1'b0;
    bne = 1'b0;
    alu_op = 2'b10;
    jump = 1'b0;   
   end
 4'b0010:   
   begin
    reg_dst = 1'b1;
    alu_src = 1'b0;
    mem_to_reg = 1'b0;
    reg_write = 1'b1;
    mem_read = 1'b0;
    mem_write = 1'b0;
    beq = 1'b0;
    bne = 1'b0;
    alu_op = 2'b00;
    jump = 1'b0;   
   end
 4'b0011:   
   begin
    reg_dst = 1'b1;
    alu_src = 1'b0;
    mem_to_reg = 1'b0;
    reg_write = 1'b1;
    mem_read = 1'b0;
    mem_write = 1'b0;
    beq = 1'b0;
    bne = 1'b0;
    alu_op = 2'b00;
    jump = 1'b0;   
   end
 4'b0100:   
   begin
    reg_dst = 1'b1;
    alu_src = 1'b0;
    mem_to_reg = 1'b0;
    reg_write = 1'b1;
    mem_read = 1'b0;
    mem_write = 1'b0;
    beq = 1'b0;
    bne = 1'b0;
    alu_op = 2'b00;
    jump = 1'b0;   
   end
 4'b0101:   
   begin
    reg_dst = 1'b1;
    alu_src = 1'b0;
    mem_to_reg = 1'b0;
    reg_write = 1'b1;
    mem_read = 1'b0;
    mem_write = 1'b0;
    beq = 1'b0;
    bne = 1'b0;
    alu_op = 2'b00;
    jump = 1'b0;   
   end
 4'b0110:   
   begin
    reg_dst = 1'b1;
    alu_src = 1'b0;
    mem_to_reg = 1'b0;
    reg_write = 1'b1;
    mem_read = 1'b0;
    mem_write = 1'b0;
    beq = 1'b0;
    bne = 1'b0;
    alu_op = 2'b00;
    jump = 1'b0;   
   end
 4'b0111:   
   begin
    reg_dst = 1'b1;
    alu_src = 1'b0;
    mem_to_reg = 1'b0;
    reg_write = 1'b1;
    mem_read = 1'b0;
    mem_write = 1'b0;
    beq = 1'b0;
    bne = 1'b0;
    alu_op = 2'b00;
    jump = 1'b0;   
   end
 4'b1000:   
   begin
    reg_dst = 1'b1;
    alu_src = 1'b0;
    mem_to_reg = 1'b0;
    reg_write = 1'b1;
    mem_read = 1'b0;
    mem_write = 1'b0;
    beq = 1'b0;
    bne = 1'b0;
    alu_op = 2'b00;
    jump = 1'b0;   
   end
 4'b1001:   
   begin
    reg_dst = 1'b1;
    alu_src = 1'b0;
    mem_to_reg = 1'b0;
    reg_write = 1'b1;
    mem_read = 1'b0;
    mem_write = 1'b0;
    beq = 1'b0;
    bne = 1'b0;
    alu_op = 2'b00;
    jump = 1'b0;   
   end
 4'b1011:   
   begin
    reg_dst = 1'b0;
    alu_src = 1'b0;
    mem_to_reg = 1'b0;
    reg_write = 1'b0;
    mem_read = 1'b0;
    mem_write = 1'b0;
    beq = 1'b1;
    bne = 1'b0;
    alu_op = 2'b01;
    jump = 1'b0;   
   end
 4'b1100:   
   begin
    reg_dst = 1'b0;
    alu_src = 1'b0;
    mem_to_reg = 1'b0;
    reg_write = 1'b0;
    mem_read = 1'b0;
    mem_write = 1'b0;
    beq = 1'b0;
    bne = 1'b1;
    alu_op = 2'b01;
    jump = 1'b0;   
   end
 4'b1101:   
   begin
    reg_dst = 1'b0;
    alu_src = 1'b0;
    mem_to_reg = 1'b0;
    reg_write = 1'b0;
    mem_read = 1'b0;
    mem_write = 1'b0;
    beq = 1'b0;
    bne = 1'b0;
    alu_op = 2'b00;
    jump = 1'b1;   
   end 
 4'b1110:   
   begin
    reg_dst = 1'b0;
    alu_src = 1'b0;
    mem_to_reg = 1'b0;
    reg_write = 1'b0;
    mem_read = 1'b0;
    mem_write = 1'b0;
    beq = 1'b0;
    bne = 1'b0;
    alu_op = 2'b00;
    jump = 1'b1;   
   end   	
 default: begin
    reg_dst = 1'b1;
    alu_src = 1'b0;
    mem_to_reg = 1'b0;
    reg_write = 1'b1;
    mem_read = 1'b0;
    mem_write = 1'b0;
    beq = 1'b0;
    bne = 1'b0;
    alu_op = 2'b00;
    jump = 1'b0; 
   end
 endcase
 end
endmodule
</file>
<file path="design/flow/run.sh">
#!/bin/bash
# OpenROAD 26Q1-2900-gdf79404cd8, Yosys 0.63+post, stock flow scripts
make -C /OpenROAD-flow-scripts/flow DESIGN_CONFIG=/design/flow/config.mk WORK_HOME=/design/flow/orfs finish
</file>
<file path="design/flow/config.mk">
export PLATFORM = sky130hd
export DESIGN_NAME = Control_Unit
export DESIGN_NICKNAME = Control_Unit
export VERILOG_FILES = /design/flow/design.v
export SDC_FILE = /design/flow/constraint.sdc
export NUM_CORES = 4
export LEC_CHECK = 1
export CORE_AREA = 10 10 70 70
export DIE_AREA = 0 0 80 80
</file>
<file path="design/flow/constraint.sdc">
current_design Control_Unit

set clk_period 1.3
set clk_io_pct 0.2

create_clock -name clk0 -period $clk_period

set non_clock_inputs [all_inputs -no_clocks]
set_input_delay [expr $clk_period * $clk_io_pct] -clock clk0 $non_clock_inputs
set_output_delay [expr $clk_period * $clk_io_pct] -clock clk0 [all_outputs]
</file>
==> notes.md <==
impl run done, here's what came out: Final Power=112 uW, # diodes=0, final period demand of the worst path=1280 ps, Largest stage delay, worst path=190 ps, yosys stat chip area=193 sq um, top-count cell post-synth=ha_1, Port Buf Inserts=15, vias in the first global route=246, Log Warnings=35, Worst Path Required=1040 ps, final setup fails=0, Final Hold Fails=0, core box area=3420 sq um, status=finished, final reports clean, io pins=15, drt total wl=760 um, hold crit path type=input port to primary output, flop count=0, DRC=0, Non-Filler Instances=84, Critical Path Source Type=input port, Yosys Warn Count=1, Power per Cell Area=229 nW/um^2, total gr overflow=0, Post-DP Area=389 sq um, ys cells=24, hold slack=896 ps, register area=0 sq um, period utilization=0.981, die height=80 um, Worst VDD drop=114 uV, # rows=21, placed cells=84, headroom to the max-slew limit=0.902, Mapped Cells=24, syn avg cell area=8.03 sq um, number of routed nets with antenna violations=0, net switching power=46.0 uW, RSZ-0062 raised after global routing=no, kind of critical path=input port to primary output, CP Capture Type=primary output, Commonest cells post-synth=ha_1, buf_4, combinational power share=1.000, Hold Path Stages=3, CTS Hold Bufs=0, Pint=66.1 uW, DR iter-0 viols=0, clock buffer count in the final layout=0, Post-Syn Area=193 sq um, area grow syn2layout=155%, first-pass GRT wire length=1.26 mm, total global-route track usage=0.0238, drt pass-1 iters=1, largest net degree at the start of global routing=11, synth unique cells=14, worst path cell trace=buf_12, buf_6, ha_4, o22a_1, clkdlybuf4s15_1, GP Congestion=0.773, design area=490 sq um, Worst Tran Pin Value=142 ps, Starting Density=0.0564, Die Area=6400 sq um, sequential-to-total area share from yosys stat=0, Slew Viols, Final=0, sequential power share=0, worst min-delay path startpoint=opcode[1], Worst EP arrival=1020 ps, placed wire-length estimate=630 um, Top cells by area=ha_1, buf_4, mux2i_1, vias per cell=2.56, Fin Setup TNS=0 ps, Clk pwr share=0, Routed WL per cell=9.05 um, Hold Crit Endpoint=alu_op[1], FMAX=0.784 GHz, antenna violations before repair=0, via count=215, Slowest cell on crit path=o22a_1, Die X=80 um, Largest type area fraction=0.260, share of layout cells above drive strength 1=0.579, post-synth top area cell=ha_1, Max Cap Violations=0, Crit Path Max Fanout=4, Net Sw Frac=0.411, Leakage Power=0.216 nW
==> critical path: cells and delay by family <==
family / cells / cell delay, ps
AND-OR/OR-AND: 1 / 190
adder cells (fa/ha/maj): 1 / 150
buffers and inverters: 3 / 420
==> how the worst max path moves through the flow <==
stage / startpoint / to / slack (ps) / cells after the start
after CTS: opcode[1] / jump / 7 / 5
after global routing: opcode[1] / alu_op[0] / 0.5 / 6
final: opcode[1] / reg_dst / 20 / 5
==> routing by layer <==
layer,wire length [um],track usage
met2,327,0.0417
met5,0,0
met3,100,0.0102
met4,0,0
met1,332,0.0277
==> stage by stage <==
stage          setup WS [ps]   util
4_1_cts                 7.30  0.141
5_1_grt                0.534  0.144
3_3_place_gp            -761  0.114
3_5_place_dp            -791  0.114
2_1_floorplan            292      -
6_report                24.1  0.144
==> power groups by stage <==
stage	logic [mW]	clock network, mW	registers [mW]
after CTS	0.109	0	0
after global routing	0.123	0	0
final	0.112	0	0
==> logic make-up (layout without fill, tap and decap cells) <==
| group | after synthesis | after routing | synth area share |
|---|---|---|---|
| AND-OR/OR-AND | 3 | 3 | 0.117 |
| multiplexers | 2 | 2 | 0.104 |
| buffers and inverters | 6 | 20 | 0.214 |
| adder cells (fa/ha/maj) | 4 | 4 | 0.260 |
| AND/OR/NAND/NOR | 9 | 9 | 0.305 |
==> final cells by class <==
class                      instances  area (sq um)
timing repair buffer              18           180
multi-input combinational         18           235
inverter                           2          17.5
fill                             391          2930
tap                               46          57.6
==> cell usage in the layout, fill, tap and decap left out <==
cell / count
nor3_4: 1
ha_4: 4
inv_4: 1
inv_8: 1
nand2_1: 1
and3b_2: 1
buf_4: 3
mux2i_1: 2
nor3b_2: 1
nor3b_4: 1
clkdlybuf4s15_1: 2
buf_6: 2
nor2b_1: 1
dlygate4sd2_1: 8
buf_12: 2
a21oi_2: 1
and3_2: 2
o22a_1: 2
nor2_2: 1
clkbuf_2: 1
==> what timing repair did <==
action,in CTS,in global routing
cloned,0,0
setup endpoints to repair,11,4
pin swaps,5,3
setup buffers,0,0
resized,61,5
Power is estimated from default activity; no workload was simulated.
